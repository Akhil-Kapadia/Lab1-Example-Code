`design/flow/run.sh`:
```
#!/bin/bash
# OpenROAD 26Q1-2900-gdf79404cd8, Yosys 0.63+post, stock flow scripts
make -C /OpenROAD-flow-scripts/flow DESIGN_CONFIG=/design/flow/config.mk WORK_HOME=/design/flow/orfs finish
```
`design/flow/config.mk`:
```
export PLATFORM = sky130hd
export DESIGN_NAME = main
export DESIGN_NICKNAME = main
export VERILOG_FILES = /design/flow/design.v
export SDC_FILE = /design/flow/constraint.sdc
export NUM_CORES = 4
export LEC_CHECK = 1
export CORE_UTILIZATION = 30
```
`design/flow/constraint.sdc`:
```
current_design main

set clk_period 2.7
set clk_io_pct 0.2

create_clock -name clk0 -period $clk_period [get_ports {clk}]

set non_clock_inputs [all_inputs -no_clocks]
set_input_delay [expr $clk_period * $clk_io_pct] -clock clk0 $non_clock_inputs
set_output_delay [expr $clk_period * $clk_io_pct] -clock clk0 [all_outputs]
```
`design/flow/design.v`:
```
module main (
    input clk,
    input [4:0] sw,
    output [1:0] pwm
);
     reg [15:0] duty;
     wire [1:0] pulse;
     pwm #(21,  2000000)     
     wave1(
          .clk(clk),
          .duty(1000000),    
          .pulse(pulse[0])
     );
     pwm #(16,  100000)
     wave2(
          .clk(clk),      
          .duty(duty),
          .pulse(pulse[1])
     );
     assign pwm = (sw[0]) ? {pulse[1], pulse[0]}: 2'b0;
     always @(posedge clk ) begin
          case (sw[4:1])
               4'b0001: duty = 25000;      
               4'b0010: duty = 50000;  
               4'b0100: duty = 75000;  
               4'b1000: duty = 95000;  
               default: duty = 0;
          endcase
     end
endmodule
module pwm #(parameter SIZE = 8, PERIOD = 255)
(input clk,				 
input [SIZE-1:0] duty,	 
output reg pulse);
reg [SIZE-1:0] count;	 
initial
	begin
		count <=0;
		pulse <= 0;
	end
always @ (posedge clk)
	begin
		count <= (count < PERIOD) ? count + 1 : 0;
		pulse <= (count < duty) ? 1 : 0;
	end
endmodule
```
==> reports/results.tsv <==
stage	metric	value	unit
critical_path	crit path DRT	2.16	ns
clock_network	post-CTS setup buffers	0	
power	PD cells	520.2	nW/µm²
detailed_routing	total vias in the final route	1446	
job	count of max-cap constraint violations	0	
floorplanning	Init Core Util	31.09	%
detailed_routing	Routed WL	3270	µm
synthesis	yosys stat area	2112	µm²
floorplanning	die area	7380	µm²
min_path	Hold Startpoint	wave2.count[0]$_DFF_P_	
critical_path	Top Family by Delay on Critical Path	buffers and inverters	
clock_network	Bufs on Longest Clock Path	2	
final_timing	final setup TNS	0	ns
global_routing	GR peak layer	met2	
clock_network	htree depth	2	
power	Sw Pwr	0.2409	mW
floorplanning	Die Ht	85.91	µm
synthesis	aoi/oai-family share of the synthesized area	5.036	%
synthesis	Yosys cell types	34	
global_routing	vias in the first global route	1304	
critical_path	worst r2r dst	wave1.count[10]$_SDFF_PP0_	
synthesis	mux share	0	%
synthesis	Main synth FF type	dfxtp_1	
clock_network	CTS Root Buffer Type	clkbuf_8	
final_timing	Max-slew headroom	69.24	%
final_timing	final setup margin	0.5402	ns
layout	area delta synth->final	14.40	%
final_timing	fmax	0.4630	GHz
global_routing	largest net degree at the start of global routing	15	
synthesis	Synth Area per Inst	9.514	µm²
final_timing	Tcrit/Tclk final	79.99	%
global_routing	first-pass GRT wire length	5644	µm
clock_network	CTS tree	yes	
synthesis	Seq cells post-synth	48	
critical_path	CP Launch Type	input port	
detailed_routing	DRT Pass-1 Iters	4	
power	switching share of power	19.17	%
synthesis	Synth Instances	222	
detailed_routing	Wirelength per Cell	9.820	µm
global_routing	M1 GR Usage	14.43	%
global_routing	grt ovf	0	
floorplanning	Core Rows	30	
critical_path	CP Capture Type	primary output	
power	clock power share	39.3	%
critical_path	worst path cell trace	clkdlybuf4s50_1 > and2_1 > clkdlybuf4s50_1	
global_routing	initial antenna violation count	0	
power	sequential power share	57.1	%
synthesis	Post-Syn Area	2112	µm²
power	Combinational Power Share	3.5	%
synthesis	Max-area cell share	45.50	%
layout	Comb gate area	1094	µm²
outcome	status	finished, final reports clean	
synthesis	Top cells by area	dfxtp_1 (45%), xnor2_1 (8.3%), ha_1 (7.7%), xor2_1 (6.2%), nor2_1 (5.3%)	
synthesis	Top logic family	simple AND/OR/NAND/NOR gates	
power	Peak VDD IR	197.4	µV
global_routing	grt met3 use	2.344	%
critical_path	Crit path top cell by count	clkdlybuf4s50_1	
detailed_routing	Inserted Diodes	0	
detailed_routing	Initial DRC Count	55	
critical_path	CP bufs+invs	2	
synthesis	ys async rst share	0	%
clock_network	CTS clk-pin slew, worst paths	0.08	ns
synthesis	largest area contributor in the netlist	dfxtp_1	
floorplanning	core footprint	6794	µm²
min_path	Hold Path End	wave2.count[0]$_DFF_P_	
synthesis	yosys cell count	222	
critical_path	worst r2r src	wave1.count[0]$_SDFF_PP0_	
clock_network	CTS Hold Bufs	0	
final_timing	Clock Skews	0.01030	ns
detailed_routing	DRC Markers	0	
clock_network	number of buffers created by CTS	5	
layout	Seq. cell area	960.9	µm²
placed_design	Place WS	0.5245	ns
critical_path	flop2flop setup slack	1.11	ns
final_timing	Worst Max-Slew Pin Slew	0.4551	ns
placed_design	placed wire-length estimate	2416	µm
min_path	HP Class	flip-flop to flip-flop	
clock_network	clk ins delay skew pair	0.30	ns
layout	share of layout cells above drive strength 1	8.861	%
global_routing	met2 track demand over resource	14.43	%
min_path	hold depth	1	
layout	final-layout fill cell count	686	
floorplanning	Die Wd	85.91	µm
placed_design	# port buffers	7	
critical_path	crit path max-delay cell type	clkdlybuf4s50_1	
synthesis	commonest cells in the netlist	dfxtp_1 (48), nor2_1 (30), xnor2_1 (20)	
global_routing	overall global routing resource usage	9.533	%
synthesis	Ys Warns	4	
power	Int Power	1.016	mW
critical_path	critical path type	input port to primary output	
clock_network	# clock sinks	48	
synthesis	simple-gate portion of the synthesized area	24.53	%
synthesis	Synth Area in Adders	7.701	%
synthesis	register share after synthesis	45.50	%
job	Tool Warnings	25	
synthesis	EDFF count, synth	0	
synthesis	most frequent cell after synthesis	dfxtp_1	
detailed_routing	drt via density	4.342	
final_timing	Setup Viol. Count Final	0	
clock_network	PostCTS Resize Cnt	0	
critical_path	Crit Path Max Fanout	2	
floorplanning	IO Pins	8	
placed_design	GP Congestion	0.7747	
final_timing	min Tclk post-route	2.160	ns
critical_path	worst-case reg-to-reg path depth	6	
final_timing	RSZ-0062 raised after global routing	false	
final_timing	fin. max-slew vios	0	
critical_path	crit path DAT	1.62	ns
critical_path	CP max stage delay	0.50	ns
power	Leakage	0.9786	nW
synthesis	XOR Share, Synth	14.51	%
final_timing	Hold Vio Cnt, Final	0	
detailed_routing	antenna-violating nets left	0	
-- through the flow --
stage                     cell area (µm²)  instances  power, mW  utilization, %  hold slack (ns)
after CTS                            2416        333      1.281           35.56           0.4418
final                                2416        333      1.257           35.56           0.4360
after global routing                 2416        333      1.315           35.56           0.4689
after global placement               2308        325     0.7790           33.98           0.4102
after floorplan                      2112        222     0.7600               -           0.3950
after detailed placement             2308        325     0.7795           33.98           0.4159
-- power groups by stage --
stage	Combinational [mW]	Clock [mW]	Sequential, mW
4_1_cts	0.0451	0.518	0.718
5_1_grt	0.0500	0.545	0.719
6_report	0.0445	0.494	0.718
-- final cells by class --
cell class	instances	area share, %
timing repair buffer	9	3.521
clock inverter	2	1.450
tap	96	4.972
inverter	13	2.020
multi-input combinational	159	45.26
sequential	48	39.77
clock buffer	6	3.004
-- cell families (layout without fill, tap and decap cells) --
group	after synthesis	count (layout)
AND/OR/NAND/NOR	95	95
AND-OR/OR-AND	16	16
flip-flops	48	48
buffers and inverters	15	30
adder cells (fa/ha/maj)	13	13
XOR/XNOR	35	35
-- layer usage --
| layer | routed length [µm] | vias up | part of all wire [%] |
|---|---|---|---|
| met5 | 0 | - | 0 |
| met4 | 40 | 0 | 1.2 |
| met3 | 98 | 4 | 3.0 |
| met2 | 1333 | 10 | 41 |
| met1 | 1797 | 655 | 55 |
| li1 | - | 777 | - |
-- flip-flops by register name, summed over array words and instances (netlist names) --
| register | cells |
|---|---|
| wave1.pulse | 1 |
| wave2.count | 16 |
| wave1.count | 21 |
| duty | 9 |
| wave2.pulse | 1 |
-- worst max path at each step --
stage,from,to,slack [ns],cells after the start
after CTS,sw[0],pwm[0],0.52,3
final,sw[0],pwm[0],0.54,3
after global routing,sw[0],pwm[0],0.50,3
-- cell usage in the layout, fill, tap and decap left out, types with 7 or more instances in the layout --
cell type and n:
clkdlybuf4s50_1 7, ha_1 13, nand3_1 14, xnor2_1 20, xor2_1 15, nand2_1 12, and3_1 7, inv_1 13
dfxtp_1 48, nor2_1 30
-- worst register-to-register path: cells and delay by family, from the launching register on --
kind	cells	cell delay, ns
xor+xnor	1	0.11
fa+ha+maj	1	0.25
flops	1	0.39
simple gates	4	0.76
Power figures rest on the tool's default switching activity, not on a simulated workload.
